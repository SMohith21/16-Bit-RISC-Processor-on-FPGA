==> flow/design.v <==
`timescale 1ns / 1ps
module button_debouncer(
    input clk,
    input reset,
    input btn_in,
    output reg btn_out
);
    parameter N = 2000000;
    reg [20:0] counter;  
    reg btn_sync;
    always @(posedge clk or posedge reset) begin
        if (reset) begin
            btn_sync <= 1'b0;
            counter  <= 0;
            btn_out  <= 1'b0;
        end else begin
            if (btn_in != btn_sync) begin
                btn_sync <= btn_in;
                counter  <= 0;
                btn_out  <= 1'b0;
            end else if (counter < N) begin
                counter <= counter + 1;
            end else begin
                btn_out <= btn_sync;
            end
        end
    end
endmodule
==> flow/run.sh <==
#!/bin/bash
# OpenROAD 26Q1-2900-gdf79404cd8, Yosys 0.63+post, stock flow scripts
make -C /OpenROAD-flow-scripts/flow DESIGN_CONFIG=/design/flow/config.mk WORK_HOME=/design/flow/orfs finish
==> flow/config.mk <==
export PLATFORM = sky130hd
export DESIGN_NAME = button_debouncer
export DESIGN_NICKNAME = button_debouncer
export VERILOG_FILES = /design/flow/design.v
export SDC_FILE = /design/flow/constraint.sdc
export NUM_CORES = 4
export LEC_CHECK = 1
export CORE_AREA = 10 10 96 96
export DIE_AREA = 0 0 106 106
==> flow/constraint.sdc <==
current_design button_debouncer

set clk_period 3.6
set clk_io_pct 0.2

create_clock -name clk0 -period $clk_period [get_ports {clk}]

set non_clock_inputs [all_inputs -no_clocks]
set_input_delay [expr $clk_period * $clk_io_pct] -clock clk0 $non_clock_inputs
set_output_delay [expr $clk_period * $clk_io_pct] -clock clk0 [all_outputs]
==> notes.md <==
yosys + openroad results -> Max stage delay cell, worst path ha_1, prevailing post-synth register cell dfrtp_1, pin count of the biggest net entering global routing 32, Clock Skew 0.003753 ns, worst hold path endpoint btn_out, Crit Path Category input port to register, Sequential Power Share 0.516, Critical Path RT 3.81 ns, Slew headroom 0.4708, DR WL/cell 11.01 um, VDD IR-drop max 0.2156 mV, Post-synth EDFFs 0, Slew @ Worst Pin 0.7938 ns, post-route total power 0.5832 mW, Final setup viols 0, total gr overflow 0, Crit. End Element register, CTS tree yes, CP Cell Sequence clkdlybuf4s50_1, ha_1, or4_1, nand2_1, Final Hold Violation Tally 0, site row count 31, sw power 0.1813 mW, Reg2Reg Setup Slack 1.59 ns, hold_buf cts 0, width of the die 106 um, Reg2Reg Depth 5, Insertion Delay late pin 0.26 ns, Die H 106 um, Period minus WS final 2.223 ns, part of the power in the clock network 0.281, Pre-antenna DRT Iters 4, Avg Cell Area, Syn 9.361 um^2, Total GRT Usage 0.04682, LEAKAGE 0.5068 nW, Mapped Area 0.001264 mm^2, Unique masters post-synth 36, share of the synthesized area in the top cell type 0.4554, worst reg2reg path endpoint counter[9], crit path from btn_in, total routed wirelength 2576 um, max-slew violations 0, GPL Wtd Cong 0.7909, initial antenna violation count 0, Combinational Power Share 0.203, status finished, final reports clean, I/O Pins 4, Max H-tree Level 1, Clock Pin Slew Worst Setup and Hold Paths 0.09 ns, HPWL after DPL 1674 um, core area 0.007214 mm^2, CP delay by family, top simple AND/OR/NAND/NOR gates, CP Max Fanout 25, reg-to-reg critical path startpoint counter[11], unrepaired setup endpoints after global routing no, DR vias/cell 4.350, fmax 0.4499 GHz, CTS Buffer Depth 2, Synth Instances 135, switching share of power 0.3108, Setup TNS Final 0 ns, drt drc 0, Cell Int Power 0.4020 mW, Pwr per Cell Area 402.9 mW/mm^2, hold depth 2, Synth Register Bits 23, proportion of layout cells with a drive suffix above 1 0.08148, largest area contributor in the netlist dfrtp_1, yosys cell count 135, Routed Antenna Nets 0, ys async rst share 1.000, vias 1018, Post-synth seq share 0.4554, yosys warns 1, fill count 811, most frequent cell after synthesis dfrtp_1, WP buf/inv 1, DRT iter0 DRCs 60, antenna cells 0, cycle use final 0.6174, Root Buffer clkbuf_8, P&R area growth vs syn 14.55%, max cap viols 0, critical hold path startpoint btn_out, OpenROAD warning count 25, largest stage delay on the critical path 0.61 ns, CTS Buf Count 3, Hold Crit Class register to register, Post CTS Setup Buffer Count 0, Init Core Util 0.1752, vias in the first global route 956, Die Area 0.01124 mm^2, Critical Path AT 2.43 ns, Commonest cells post-synth 23 x dfrtp_1, 16 x a21oi_1, 10 x nand2_1, 9 x or4_1, 8 x o31ai_1, first-pass GRT wire length 4650 um, PostCTS Resize Cnt 0, Yosys chip area 0.001264 mm^2, CP Launch Type input port, Cell area leaders dfrtp_1 46%, a21oi_1 6.3%, or4_1 5.3%, I/O Buffers 3, CTS Sinks 23
worst max path at each step:
stage              to  slack, ns  cells after the start
6_report  counter[15]       1.38                      4
5_1_grt    counter[9]       1.31                      4
4_1_cts   counter[15]       1.38                      4
worst min-delay path, delay by kind of cell, from the launching register on:
kind	cells	cell delay (ns)
flops	1	0.36
simple gates	2	0.12
power groups by stage:
| stage | Combinational, mW | Clock, mW | Sequential (mW) |
|---|---|---|---|
| after CTS | 0.120 | 0.168 | 0.301 |
| after global routing | 0.134 | 0.177 | 0.306 |
| final | 0.118 | 0.164 | 0.301 |
kinds of logic after synthesis:
group | Yosys count | synth area share
and+or+nand+nor | 54 | 0.2574
AOI/OAI and AO/OA | 40 | 0.2010
DFF | 23 | 0.4554
xor gates and xnor gates | 1 | 0.006932
adders and majority gates | 2 | 0.01980
muxes | 2 | 0.01782
buffers and inverters | 13 | 0.04158
layout by cell type, fill, tap and decap left out, types with 2 or more instances in the layout:
cell             Yosys  routed
a31oi_1              2       2
buf_4                0       2
clkdlybuf4s50_1      0       3
nand2_1             10      10
nor2_1               4       4
dfrtp_1             23      23
and4_1               3       3
nand3_1              5       5
ha_1                 2       2
and3_1               2       2
a21oi_1             16      16
inv_1                4       4
or4_1                9       9
o21ai_0              5       5
clkbuf_8             0       3
or3_1                6       6
o21ai_1              2       2
o31ai_1              8       8
nand4_1              7       7
metal layers:
| metal | vias to the layer above | routed length (um) | GRT usage |
|---|---|---|---|
| li1 | 520 | - | - |
| met1 | 490 | 1323 | 0.06672 |
| met2 | 6 | 1181 | 0.07553 |
| met3 | 2 | 42 | 0.006116 |
| met4 | 0 | 29 | 0.007737 |
| met5 | - | 0 | 0 |
metrics by stage:
stage | util | setup WS (ns) | instances | area (um^2) | hold slack (ns)
after CTS | 0.2007 | 1.376 | 234 | 1448 | 0.5165
final | 0.2007 | 1.377 | 234 | 1448 | 0.5101
after global placement | 0.1942 | 1.104 | 230 | 1401 | 0.4915
after detailed placement | 0.1942 | 1.095 | 230 | 1401 | 0.4958
after global routing | 0.2007 | 1.308 | 234 | 1448 | 0.5327
after floorplan | - | 1.830 | 135 | 1264 | 0.4454
flip-flops by register name, indices dropped and copies added (netlist names):
register / flops
btn_out: 1
btn_sync: 1
counter: 21
cell type report:
class,count,area [um^2],share of cell area
clock buffer,3,41.29,0.02852
clock inverter,1,5.005,0.003457
inverter,4,15.01,0.01037
multi-input combinational,99,641.9,0.4434
sequential,23,575.6,0.3976
tap,99,123.9,0.08557
timing repair buffer,5,45.04,0.03111
Power and IR drop assume default switching activity.
